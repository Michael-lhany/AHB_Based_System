[design/flow/config.mk]
export PLATFORM = sky130hd
export DESIGN_NAME = arbiter
export DESIGN_NICKNAME = arbiter
export VERILOG_FILES = /design/flow/design.v
export SDC_FILE = /design/flow/constraint.sdc
export NUM_CORES = 4
export LEC_CHECK = 1
export CORE_AREA = 10 10 136 136
export DIE_AREA = 0 0 146 146
[design/flow/constraint.sdc]
current_design arbiter

set clk_period 1.0
set clk_io_pct 0.2

create_clock -name clk0 -period $clk_period

set non_clock_inputs [all_inputs -no_clocks]
set_input_delay [expr $clk_period * $clk_io_pct] -clock clk0 $non_clock_inputs
set_output_delay [expr $clk_period * $clk_io_pct] -clock clk0 [all_outputs]
[design/flow/design.v]
module arbiter
#(
parameter ADDR_WIDTH = 32,
parameter DATA_WIDTH = 32
)(
input  logic [ADDR_WIDTH-1:0] HADDR_M0,
input  logic                  HWRITE_M0,
input  logic [DATA_WIDTH-1:0] HWDATA_M0,
input  logic [1:0]            HTRANS_M0,
input  logic [2:0]            HSIZE_M0,
input  logic [3:0]            HPROT_M0,
input  logic [2:0]            HBURST_M0,
input  logic                  HSEL_0,
output logic [DATA_WIDTH-1:0] HRDATA_M0,
output logic                  HREADY_M0,
output logic                  HRESP_M0,
input  logic [ADDR_WIDTH-1:0] HADDR_M1,
input  logic                  HWRITE_M1,
input  logic [DATA_WIDTH-1:0] HWDATA_M1,
input  logic [1:0]            HTRANS_M1,
input  logic [2:0]            HSIZE_M1,
input  logic [3:0]            HPROT_M1,
input  logic [2:0]            HBURST_M1,
input  logic                  HSEL_1,
output logic [DATA_WIDTH-1:0] HRDATA_M1,
output logic                  HREADY_M1,
output logic                  HRESP_M1,
output logic [ADDR_WIDTH-1:0] HADDR_OUT,
output logic                  HWRITE_OUT,
output logic [DATA_WIDTH-1:0] HWDATA_OUT,
output logic [1:0]            HTRANS_OUT,
output logic [2:0]            HSIZE_OUT,
output logic [3:0]            HPROT_OUT,
output logic [2:0]            HBURST_OUT,
output logic                  HSEL_OUT,
input  logic [DATA_WIDTH-1:0] HRDATA_IN,
input  logic                  HREADY_IN,
input  logic                  HRESP_IN
);
logic grant0, grant1;
always_comb begin
    grant0 = 0;
    grant1 = 0;
    if (HSEL_0) begin 
        grant0 = 1;
    end else if (HSEL_1) begin
        grant1 = 1;
    end
end
assign HADDR_OUT  = grant0 ? HADDR_M0  : HADDR_M1;
assign HWRITE_OUT = grant0 ? HWRITE_M0 : HWRITE_M1;
assign HWDATA_OUT = grant0 ? HWDATA_M0 : HWDATA_M1;
assign HTRANS_OUT = grant0 ? HTRANS_M0 : HTRANS_M1;
assign HSIZE_OUT  = grant0 ? HSIZE_M0  : HSIZE_M1;
assign HPROT_OUT  = grant0 ? HPROT_M0  : HPROT_M1;
assign HBURST_OUT = grant0 ? HBURST_M0 : HBURST_M1;
assign HSEL_OUT   = grant0 ? HSEL_0    : HSEL_1;
assign HRDATA_M0  = grant0 ? HRDATA_IN   : '0;
assign HREADY_M0  = grant0 ? HREADY_IN   : 1'b0;
assign HRESP_M0   = grant0 ? HRESP_IN    : 1'b0;
assign HRDATA_M1  = grant1 ? HRDATA_IN   : '0;
assign HREADY_M1  = grant1 ? HREADY_IN   : 1'b0;
assign HRESP_M1   = grant1 ? HRESP_IN    : 1'b0;
endmodule
[design/flow/run.sh]
#!/bin/bash
# OpenROAD 26Q1-2900-gdf79404cd8, Yosys 0.63+post, stock flow scripts
make -C /OpenROAD-flow-scripts/flow DESIGN_CONFIG=/design/flow/config.mk WORK_HOME=/design/flow/orfs finish
==> Changelog: implementation <==
### Changed

- Clock buffers: 0
- Num ports: 336
- Max-slew headroom at the worst pin: between 90 and 100%
- Max stage delay on crit path: ~0.29 ns
- Clk network pwr share: 0%
- Placed wire-length estimate: 12.0 mm
- RePlAce Congestion: 0.854
- Final hold violations: 0
- Count of tool warnings: 34
- Total GRT Usage: 13.4%
- Switch share: between 20% and 30%
- Yosys Instances: 165
- Pwr dens: 413 nW/um2
- Die Width: ~150 um
- Finished Cell Area: 6250 um2
- NetSw: 0.643 mW
- FP Util: 11.9%
- Register share after synthesis: 0%
- Vias/cell: 3.74
- Rows: 46
- Cell Count, Final, Fillers Out: 759
- Global-route wire length before repair: 22.1 mm
- Violated checks: negative setup slack
- Antenna Diode Count: 0
- Yosys Chip Area: 1870 um2
- Top delay family on crit path: buffers and inverters
- Die height: 146 um
- Critical-path cell list: buf_16 -> buf_16 -> buf_12 -> buf_6 -> mux2_4 -> buf_6
- Final tally of setup violations: 142
- Core Region: ~16000 um2
- Combinational Power Share: 100.0%
- Placed Instances: between 700 and 800
- Synth Instances: 165
- FF+latch count: 0
- Worst-margin pin slew: around 0.13 ns
- Fillers: around 1500
- F_max: ~0.77 GHz
- Buf+Inv Stages, Crit Path: 5
- Drc violations: 0
- Lkg Pwr: 3.32 nW
- Area Growth Syn to Fin: 235%
- IO buf count: 336
- 1st-pass router iterations: 4
- CP Capture Type: output port
- Via count: 2835
- Final Power: about 2.6 mW
- Max Slew Vio Count: 0
- Syn. warnings: 1
- Largest net degree at the start of global routing: 10
- Max Cap Viol: 0
- Max stage delay cell, worst path: mux2_4
- Reg power frac: 0%
- Placed cell area: 5410 um2
- Post-route setup slack: -0.293 ns
- Initial DRC count: between 50 and 60
- Chip area: 21300 um2
- Final worst path period need: 1.29 ns
- Register Area: 0 um2
- RSZ-0062 raised after global routing: true
- Fin crit share: 129%
- Hold_ws: 0.705 ns
- CP Max Fanout: 6
- Post-synthesis cell area: 1870 um2
- ANT nets after route: 0
- Worst EP arrival: between 1 and 1.5 ns
- Status: finished, violations left
- Required time of the critical path: 0.80 ns
- DRT Wirelength: 15.4 mm
- Average size of a mapped cell: roughly 11 um2
- Number of global-route vias before repair: 3239
- Worst Setup Start Kind: input port
- P_int: 1.94 mW
- HP Class: input port to output port
- Unique cell types: 11
- Setup Crit Path Kind: input port to output port
- Share of cells above drive strength 1: a little under three fifths
- Worst vdd ir: 160 uV
- Initial antenna violation count: 0
- Total gr overflow: 0
- Wire length per cell: 20.3 um
- CTS Hold Bufs: 0
==> path summary, 6_finish.rpt <==
check | start | to | slack [ns] | cells past startpoint
max | HSEL_0 | HWDATA_OUT[6] | -0.29 | 6
min | HADDR_M1[29] | HADDR_OUT[29] | 0.70 | 3
==> what timing repair did <==
item                       CTS  global route
pin swaps                   14             4
gates resized              631            68
hold endpoints to repair     0             0
gates cloned                21             0
setup endpoints to repair  146           143
buffers inserted            31             5
==> layer usage <==
| metal | track usage (%) | share of wire, % | vias up |
|---|---|---|---|
| li1 | - | - | 1365 |
| met1 | 15.6 | 40 | 1266 |
| met2 | 23.9 | 50 | 200 |
| met3 | 5.18 | 9.2 | 4 |
| met4 | 0.651 | 0.43 | 0 |
| met5 | 0 | 0 | - |
==> worst min-delay path, stage by stage <==
cell and delay, ns:
dlymetal6s2s_1 0.08, mux2_4 0.13, buf_2 0.09
==> logic make-up after synthesis <==
family | after synthesis | share of synthesized area [%]
buffers and inverters | 19 | 11.7
AND/OR/NAND/NOR | 69 | 27.7
multiplexers | 77 | 60.7
==> power groups by stage <==
stage     clock network [mW]  registers [mW]  logic [mW]
4_1_cts                    0               0        2.50
5_1_grt                    0               0        2.75
6_report                   0               0        2.58
==> cells in the mapped netlist <==
cell	n	area [um2]
mux2_4	71	1070
and2_1	34	213
and3b_1	34	298
buf_12	7	140
mux2_2	6	67.6
buf_2	4	20.0
buf_6	3	33.8
clkbuf_1	3	11.3
buf_4	1	7.51
clkbuf_2	1	5.00
or2_2	1	6.26
==> layout by cell type (no fill, tap or decap), drive strengths merged <==
| cell type | count |
|---|---|
| dlymetal6s2s | 15 |
| mux2 | 77 |
| and3b | 34 |
| and2 | 34 |
| buf | 199 |
| clkdlybuf4s50 | 120 |
| dlygate4sd2 | 55 |
| clkbuf | 3 |
| or2 | 1 |
| bufbuf | 1 |
| clkdlybuf4s15 | 4 |
==> cell type report <==
class / instances / area, um2 / area share (%)
multi-input cells: 146 / 1730 / 27.7
well taps: 216 / 270 / 4.32
repair buffers: 397 / 4250 / 68.0
==> through the flow <==
step | setup TNS (ns) | setup slack (ns) | utilization, %
2_1_floorplan | 0 | 0.0155 | -
3_3_place_gp | -83.64 | -0.752 | 34.4
3_5_place_dp | -84.02 | -0.766 | 34.4
4_1_cts | -25.51 | -0.309 | 38.4
5_1_grt | -26.49 | -0.314 | 39.8
6_report | -23.23 | -0.293 | 39.8
No activity file was given, so power comes from the tool's default toggle rates.
